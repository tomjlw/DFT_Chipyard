### flow/config.mk
export PLATFORM = sky130hd
export DESIGN_NAME = jtag
export DESIGN_NICKNAME = jtag
export VERILOG_FILES = /design/flow/design.v
export SDC_FILE = /design/flow/constraint.sdc
export NUM_CORES = 4
export LEC_CHECK = 1
export CORE_UTILIZATION = 50
### flow/constraint.sdc
current_design jtag

set clk_period 6.3
set clk_io_pct 0.2

create_clock -name clk0 -period $clk_period [get_ports {TCK}]

set non_clock_inputs [all_inputs -no_clocks]
set_input_delay [expr $clk_period * $clk_io_pct] -clock clk0 $non_clock_inputs
set_output_delay [expr $clk_period * $clk_io_pct] -clock clk0 [all_outputs]
### flow/design.v
module jtag (
	input TCK,  
	input TDI,
	output reg TDO,
	input TMS,
  	input HREADY,
  	input HRESP,
  	input [31:0] HRDATA,
  	output reg HWRITE,
  	output reg [1:0] HTRANS,
  	output reg [31:0] HWDATA,
  	output reg [31:0] HADDR
);
parameter REGISTER_SIZE = 32;
parameter IR_SIZE = 4;
parameter STATE_SIZE = 4;
parameter TEST_LOGIC_RESET = 4'h0, 
  RUN_TEST_IDLE = 4'hf, 
  SELECT_DR_SCAN = 4'he, 
  CAPTURE_DR = 4'hd, 
  SHIFT_DR = 4'hc, 
  EXIT_1_DR = 4'hb, 
  PAUSE_DR = 4'ha, 
  EXIT_2_DR = 4'h9, 
  UPDATE_DR = 4'h8, 
  SELECT_IR_SCAN = 4'h7, 
  CAPTURE_IR = 4'h6, 
  SHIFT_IR = 4'h5, 
  EXIT_1_IR = 4'h4, 
  PAUSE_IR = 4'h3, 
  EXIT_2_IR = 4'h2, 
  UPDATE_IR = 4'h1;
  parameter BYPASS = 4'b0000;
  parameter IDCODE = 4'b1000;
  parameter ADDR =   4'b0100;
  parameter WDATA =  4'b1100;
  parameter RDATA =  4'b0010;
  reg [IR_SIZE-1:0] IR;
  reg [IR_SIZE-1:0] LATCH_IR;
  reg [STATE_SIZE-1:0] state;
  reg [STATE_SIZE-1:0] next_state;
always @ (posedge TCK)
begin : JTAG
 case(state)
	TEST_LOGIC_RESET : if (TMS == 1'b1) begin
	             state <= TEST_LOGIC_RESET;
	           end else if (TMS == 1'b0) begin
	             state <= RUN_TEST_IDLE;
	           end
	RUN_TEST_IDLE : if (TMS == 1'b1) begin
	            state <= SELECT_DR_SCAN;
	          end else if (TMS == 1'b0) begin
	            state <= RUN_TEST_IDLE;
	          end
	SELECT_DR_SCAN : if (TMS == 1'b1) begin
	            state <= SELECT_IR_SCAN;
	          end else if (TMS == 1'b0) begin
	            state <= CAPTURE_DR;
	          end
	CAPTURE_DR : if (TMS == 1'b1) begin
	            state <= EXIT_1_DR;
	          end else if (TMS == 1'b0) begin
	            state <= SHIFT_DR;
	          end
	SHIFT_DR : if (TMS == 1'b1) begin
	            state <= EXIT_1_DR;
	          end else if (TMS == 1'b0) begin
	            state <= SHIFT_DR;
	          end
	EXIT_1_DR : if (TMS == 1'b1) begin
	            state <= UPDATE_DR;
	          end else if (TMS == 1'b0) begin
	            state <= PAUSE_DR;
	          end
	PAUSE_DR : if (TMS == 1'b1) begin
	            state <= EXIT_2_DR;
	          end else if (TMS == 1'b0) begin
	            state <= PAUSE_DR;
	          end
	EXIT_2_DR : if (TMS == 1'b1) begin
	            state <= UPDATE_DR;
	          end else if (TMS == 1'b0) begin
	            state <= SHIFT_DR;
	          end
	UPDATE_DR : if (TMS == 1'b1) begin
	            state <= SELECT_DR_SCAN;
	          end else if (TMS == 1'b0) begin
	            state <= RUN_TEST_IDLE;
	          end
	SELECT_IR_SCAN : if (TMS == 1'b1) begin
	            state <= TEST_LOGIC_RESET;
	          end else if (TMS == 1'b0) begin
	            state <= CAPTURE_IR;
	          end
	CAPTURE_IR : if (TMS == 1'b1) begin
	            state <= EXIT_1_IR;
	          end else if (TMS == 1'b0) begin
	            state <= SHIFT_IR;
	          end
	SHIFT_IR : if (TMS == 1'b1) begin
	            state <= EXIT_1_IR;
	          end else if (TMS == 1'b0) begin
	            state <= SHIFT_IR;
	          end
	EXIT_1_IR : if (TMS == 1'b1) begin
	            state <= UPDATE_IR;
	          end else if (TMS == 1'b0) begin
	            state <= PAUSE_IR;
	          end
	PAUSE_IR : if (TMS == 1'b1) begin
	            state <= EXIT_2_IR;
	          end else if (TMS == 1'b0) begin
	            state <= PAUSE_IR;
	          end
	EXIT_2_IR : if (TMS == 1'b1) begin
	            state <= UPDATE_IR;
	          end else if (TMS == 1'b0) begin
	            state <= SHIFT_IR;
	          end
	UPDATE_IR : if (TMS == 1'b1) begin
	            state <= SELECT_DR_SCAN;
	          end else if (TMS == 1'b0) begin
	            state <= RUN_TEST_IDLE;
	          end
	default : state <= TEST_LOGIC_RESET;
  endcase
end
reg instruction_tdo;
always @ (posedge TCK)
begin
  if (state == TEST_LOGIC_RESET)
    IR[IR_SIZE-1:0] <= 0;
  else if(state == CAPTURE_IR)
    IR <= 4'b0000;
  else if(state == SHIFT_IR)
    IR[IR_SIZE-1:0] <= {TDI, IR[IR_SIZE-1:1]};
end
assign instruction_tdo = IR[0];
always @ (negedge TCK)
begin
 if (state == TEST_LOGIC_RESET)
    LATCH_IR <= 4'b0000;
  else if(state == UPDATE_IR)
    LATCH_IR <= IR;
end
wire  bypassed_tdo;
reg   bypass_reg;
always @ (posedge TCK)
begin
  if (state == TEST_LOGIC_RESET)
    bypass_reg <= 1'b0;
  else if (LATCH_IR == BYPASS && state == CAPTURE_DR)
    bypass_reg<= 1'b0;
  else if(LATCH_IR == BYPASS && state == SHIFT_DR)
    bypass_reg<= TDI;
end
assign bypassed_tdo = bypass_reg;
  reg [REGISTER_SIZE-1:0] DR_IDCODE;
wire        idcode_tdo;
always @ (posedge TCK)
begin
  if (state == TEST_LOGIC_RESET)
    DR_IDCODE <= 32'hf0f0f0f0;
  else if(LATCH_IR == IDCODE && state == CAPTURE_DR)
    DR_IDCODE <= 32'hf0f0f0f0;
  else if(LATCH_IR == IDCODE && state == SHIFT_DR)
    DR_IDCODE <=  {TDI, DR_IDCODE[REGISTER_SIZE-1:1]};
end
assign idcode_tdo = DR_IDCODE[0];
reg [REGISTER_SIZE-1:0] DR_ADDR;
wire        addr_tdo;
always @ (posedge TCK)
begin
  if (state == TEST_LOGIC_RESET)
    DR_ADDR <= 32'b0;
  else if(LATCH_IR == ADDR && state == CAPTURE_DR)
    DR_ADDR <= 32'b0;
  else if(LATCH_IR == ADDR && state == SHIFT_DR)
    DR_ADDR <=  {TDI, DR_ADDR[REGISTER_SIZE-1:1]};
end
assign addr_tdo = DR_ADDR[0];
reg [REGISTER_SIZE-1:0] DR_WDATA;
reg TOGGLE_WRITE;
wire        wdata_tdo;
always @ (posedge TCK)
begin
  if (state == TEST_LOGIC_RESET)
    begin
    	DR_WDATA <= 32'b0;
  		TOGGLE_WRITE <= 1'b0;
    end
  else if(LATCH_IR == WDATA && state == CAPTURE_DR)
    DR_WDATA <= 32'b0;
  else if(LATCH_IR == WDATA && state == SHIFT_DR)
    DR_WDATA <=  {TDI, DR_WDATA[REGISTER_SIZE-1:1]};
  else if(LATCH_IR == WDATA && state == UPDATE_DR && HREADY == 1'b1)
    begin
    	HADDR <= DR_ADDR;
    	HWRITE <= 1'b1;
    	TOGGLE_WRITE <= 1'b1;
    end
end
always @ (posedge TCK)
begin
  if (TOGGLE_WRITE == 1'b1 && LATCH_IR == WDATA)
    begin
    	TOGGLE_WRITE <= 1'b0;
  		HWDATA <= DR_WDATA;
    end
end
assign wdata_tdo = DR_WDATA[0];
always @ (negedge TCK)
  begin
    case(LATCH_IR)
      IDCODE:            TDO = idcode_tdo;
      ADDR:				 TDO = addr_tdo;
      default:           TDO = bypassed_tdo;
    endcase
  end
endmodule
### flow/run.sh
#!/bin/bash
# OpenROAD 26Q1-2900-gdf79404cd8, Yosys 0.63+post, stock flow scripts
make -C /OpenROAD-flow-scripts/flow DESIGN_CONFIG=/design/flow/config.mk WORK_HOME=/design/flow/orfs finish
==> summary.rpt <==
PHYSICAL IMPLEMENTATION REPORT
----------------------------------------------------
[Synth]
  Number of cells in Yosys stat ........................ 459
  Distinct cells, synth ........................ 34
  Number of standard cells after synthesis ........................ 459
  Top cell type by total area after synthesis ........................ sky130_fd_sc_hd__dfxtp_1
  Seq/Total Area, Yosys ........................ 60.02%
  Ys async rst share ........................ 0%
  Yosys stat area ........................ 4603 µm²
  Fraction of synthesized cell area taken by the top area cell type ........................ 39.14%
  Number of flops mapped to enable cells by yosys ........................ 32
  YS warnings ........................ 6
  Avg Synthesized Cell Area ........................ 10.03 µm²
  Synthesized registers ........................ 122
  Top area cell types ........................ sky130_fd_sc_hd__dfxtp_1, sky130_fd_sc_hd__edfxtp_1, sky130_fd_sc_hd__nand3_1
  Synthesized cell area ........................ 4603 µm²
  Prevailing post-synth register cell ........................ sky130_fd_sc_hd__dfxtp_1

[GRT]
  Number of antenna violations at the first check in global routing ........................ 0
  Pin count of the biggest net entering global routing ........................ 38
  Global-route wire length before repair ........................ 13.97 mm
  Global-route usage over all layers ........................ 18.38%
  Number of global-route vias before repair ........................ 3,009
  Total grt overflow ........................ 0

[Route]
  WL per Instance ........................ 13.41 µm
  Routed wl met3 ........................ 297 µm
  Iter 0 DRT Violations ........................ 145
  Top layer in use ........................ met4
  Total via count in the routed design ........................ 3,238
  Pre-Repair DR Iteration Count ........................ 16
  Post-route met1 wirelength ........................ 4.082 mm
  Detailed route wirelength on metal2 ........................ 3.678 mm
  Routed wire length ........................ 8.126 mm
  Count of nets left with antenna violations after detail routing ........................ 0
  ANT cells ........................ 0
  Via density ........................ 5.343
  # DRC ........................ 0

[Status]
  Run status ........................ complete, no violations

[Flow run]
  OpenROAD warning count ........................ 63
  Maximum capacitance violations ........................ 0

[Timing]
  Final worst clock skew ........................ 0.03332 ns
  Setup repair after global routing missed its margin ........................ false
  Transition at the pin with the smallest max-transition slack ........................ 0.8392 ns
  Final Hold Violating Endpoints ........................ 0
  Final total negative setup slack ........................ 0 ns
  Headroom to the max-slew limit ........................ 43.99%
  Max-slew violation count ........................ 0
  Endpoints failing setup ........................ 0
  Hold slack ........................ 0.4401 ns

[Worst setup path]
  Type of origin of the critical path ........................ register
  Slowest Stage Delay on Critical Path ........................ 0.46 ns
  Capturing element type of the critical path ........................ output port
  CP max stage cell ........................ sky130_fd_sc_hd__clkdlybuf4s50_1
  CP Data Arrival Time ........................ 4.41 ns
  Cell-by-cell listing of the critical path ........................ clkdlybuf4s50_1
  CP top delay family ........................ buffers and inverters
  Worst path required time ........................ 5.04 ns
  Crit Path Max Fanout ........................ 1
  Bufs and invs on worst path ........................ 1
  Crit Path Class ........................ register to output port

[Layout]
  Final core utilization ........................ 61.94%
  Top flop regs ........................ DR_ADDR x32, DR_IDCODE x32, HADDR x32
  Layout area overhead ........................ 18.48%
  Commonest cells after routing, fill and taps aside ........................ sky130_fd_sc_hd__dfxtp_1, sky130_fd_sc_hd__nand3_1, sky130_fd_sc_hd__o21ai_0
  Fillers ........................ 706
  Layout cell share with drive strength beyond 1 ........................ 9.438%
  Most frequently placed logic cell in the final layout ........................ sky130_fd_sc_hd__dfxtp_1

[Clock tree]
  Number of H-tree levels ........................ 4
  Clock tree from TritonCTS ........................ built
  Maximum count of clock buffers along a single path ........................ 2
  Clock slew seen by the registers of the worst setup and hold paths ........................ 0.06 ns
  Clk Tree Root Cell ........................ sky130_fd_sc_hd__clkbuf_8
  # resized after CTS ........................ 0
  Clock insertion delay at the later pin of the skew report ........................ 0.51 ns
  Hold-fix buffer count after cts ........................ 0
  Number of CTS-inserted buffers ........................ 17
  Number of buffers inserted to repair setup after CTS ........................ 0
  Clock Sinks ........................ 122

[Power]
  Leakage ........................ 0.001997 µW
  Areal power density over the cells ........................ 395.6 nW/µm²
  Maximum ir drop on the vdd rail ........................ 223.4 µV

[Die]
  I/O pin cnt ........................ 105
  Starting Density ........................ 52.27%
  Chip Footprint ........................ 9594 µm²
  Die height ........................ 97.95 µm
  Floorplan core area ........................ 8806 µm²
  Die outline width ........................ 97.95 µm
  Number of rows in the core area ........................ 34

[Place]
  Buffers on Ports ........................ 36
  Sum of net half-perimeters after detailed placement ........................ 4.522 mm
  Final weighted congestion in routability-driven placement ........................ 0.7996

[Min path]
  Min-delay worst type ........................ register to register

----------------------------------------------------
[final timing paths]
kind / start / to / slack [ns] / cells past startpoint
setup reg to reg: LATCH_IR[3] / HADDR[0] / 1.26 / 4
hold / removal: state[14] / state[0] / 0.44 / 1
setup / recovery: TDO / TDO / 0.63 / 1
hold reg to reg: state[14] / state[0] / 0.44 / 1
[report_power, final]
part	internal [µW]	switching [µW]	total, µW
registers	902	67.2	969
clock network	567	350	916
logic	101	171	272
[per-stage QoR]
step | setup slack [ns] | area (µm²) | total power [µW] | std cells
floorplan | 0.5345 | 4732 | 1205 | 492
global placement | 1.150 | 4875 | 1251 | 570
detailed placement | 1.155 | 4875 | 1256 | 570
CTS | 0.6169 | 5454 | 2169 | 606
global route | 0.5949 | 5454 | 2261 | 606
finish | 0.6331 | 5454 | 2157 | 606
[layer usage]
metal / GRT usage [%] / vias to the layer above
met5: 0 / -
met4: 3.147 / 0
met3: 3.561 / 6
met2: 28.17 / 80
met1: 29.57 / 1531
li1: - / 1621
[final cells by class]
class                           count  area (µm²)  area share [%]
Clock buffer                       18       417.9           7.662
Sequential cell                   122        2763           50.65
Clock inverter                     19       165.2           3.028
Timing Repair Buffer               44       420.4           7.708
Multi-Input combinational cell    291        1538           28.19
Inverter                            4       15.01          0.2753
Tap cell                          108       135.1           2.478
[kinds of logic (layout without fill, tap and decap cells)]
family          Yosys count  after routing  share of synthesized area (%)
compound gates          126            126                          14.41
buf+inv                  79             85                          9.758
mux                       8              8                          1.740
other cells               2             35                         0.1631
simple gates            122            122                          13.92
flops                   122            122                          60.02
[Yosys cell counts, drive strengths merged, types with 2 or more instances]
library cell	number
nand2	3
dfxtp	90
conb	2
a41o	2
buf	46
nor2b	5
o21ai	67
mux2i	8
o21a	3
nor2	15
inv	5
a21oi	50
nand3	80
or3	2
edfxtp	32
and2	3
nor3	6
clkbuf	28
Power figures rest on the tool's default switching activity, not on a simulated workload.
